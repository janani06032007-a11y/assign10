--- /design/flow/design.v ---
module reg_file (
input clk,rst,
input [4:0] rs1_addr,
input [4:0] rs2_addr,
input reg_write,
input [4:0] rd_addr,
input [31:0] rd_data,
output [31:0] rs1_data,
output [31:0] rs2_data);
reg[31:0]regs[0:31];
integer i;
initial begin
    regs[0] = 32'h00000000;
    regs[1] = 32'h00000005;
    regs[2] = 32'h00000006;
    regs[3] = 32'h0000000A;
    regs[4] = 32'h00000014;
    regs[5] = 32'h0000001E;
    regs[6] = 32'h00000028;
    regs[7] = 32'h00000032;
for (i=8; i<32; i=i+1) begin
 regs[i] = 32'b0;
end
end
always @(posedge clk) begin
if(rst) begin
for(i=0;i<32;i=i+1) begin
regs[i] = 32'b0;
end
end
else if(reg_write && (rd_addr != 5'd0))
begin
regs[rd_addr]<=rd_data;
end
end
assign re1_data = (rs1_addr==5'd0)?
32'b0:regs[rs1_addr];
assign rs2_data = (rs2_addr==5'd0)?
32'b0:regs[rs2_addr];
endmodule
--- /design/flow/run.sh ---
#!/bin/bash
# OpenROAD 26Q1-2900-gdf79404cd8, Yosys 0.63+post, stock flow scripts
make -C /OpenROAD-flow-scripts/flow DESIGN_CONFIG=/design/flow/config.mk WORK_HOME=/design/flow/orfs finish
--- /design/flow/config.mk ---
export PLATFORM = sky130hd
export DESIGN_NAME = reg_file
export DESIGN_NICKNAME = reg_file
export VERILOG_FILES = /design/flow/design.v
export SDC_FILE = /design/flow/constraint.sdc
export NUM_CORES = 4
export LEC_CHECK = 1
export CORE_UTILIZATION = 30
--- /design/flow/constraint.sdc ---
current_design reg_file

set clk_period 14.7
set clk_io_pct 0.2

create_clock -name clk0 -period $clk_period [get_ports {clk}]

set non_clock_inputs [all_inputs -no_clocks]
set_input_delay [expr $clk_period * $clk_io_pct] -clock clk0 $non_clock_inputs
set_output_delay [expr $clk_period * $clk_io_pct] -clock clk0 [all_outputs]
==> summary.txt <==
The run has ended; figures from its reports follow.

By area the synthesized netlist is led by sky130_fd_sc_hd__edfxtp_1 66%, sky130_fd_sc_hd__and2_1 13%, sky130_fd_sc_hd__mux4_2 11%. The number of maximum-capacitance violations recorded for the run is 0. The number of primary I/O pins came out at 114.

The total of hold buffers inserted after clock tree synthesis is 0. The mean instance size in the synthesized netlist is 15.7 um2. Timing would allow up to 0.104 GHz. The core utilization at floorplan is 30.3%.

In this run, distinct cell masters in the synthesized netlist total 38. The area of the mapped netlist is 46700 um2. The DRC violation total after the first TritonRoute iteration is 1303. The maximum buffer depth of the clock tree came out at 3. The required arrival time at the worst endpoint is 11.76 ns. The number of warnings in the stage logs is 31. Per the CTS log, the maximum H-tree level is 3.

The run finished with clean final reports. The slew of the pin with the lowest slew margin came out at 0.952 ns. TritonCTS reports the number of clock sinks as 1024. The number of antenna violations at the first check in global routing came out at 0.

The number of flip-flops in the largest register is 1024. The most common logic cells in the final layout are 1024 x sky130_fd_sc_hd__edfxtp_1, 993 x sky130_fd_sc_hd__and2_1, 224 x sky130_fd_sc_hd__mux4_2. The number of hold violations in the final report is 0.

The buffer_ports step reported a buffer count of 76. The wire length of the first global-routing pass is 174000 um. The total congestion overflow came out at 0. The worst setup path is of the input pin to output port kind. The top cell type's share of synthesized area came out at 65.8%. The placement row count came out at 144. The time the final worst path needs with I/O delays and setup came out at 9.62 ns. The post-synthesis to final-layout area growth is 12.8%. STA classifies the critical path endpoint as an output port.

The script extracted a total leakage power of 17.8 nW. The wire length after detailed routing came out at 116000 um. The tree is rooted in a sky130_fd_sc_hd__clkbuf_16. The overall power after layout is 6.31 mW. The total setup violations reported at the end of the flow came out at 0. Per the final report, max-transition violations number 0. The die span in y came out at 397 um. The global placer's final weighted congestion came out at 0.847. The gate count after technology mapping came out at 2984. The detailed-route wire length per cell is 22.6 um. Global routing used 15.9% of the available tracks across all layers. The worst slew margin relative to its limit came out at 36.1%. TritonRoute reported its final design rule violation total as 0. The worst hold path belongs to the class input pin to flip-flop. The ratio of routed vias to standard cells came out at 4.79.

The ratio of cells with drive above 1 in the final layout came out at 18.8%. The maximum ir drop on the vdd rail came out at 0.0854 mV. The horizontal extent of the die is 397 um. Setup repair after global routing left no endpoint under its margin.

The total die size is 157000 um2. The routed design ends up with an antenna cell count of 0. The number of stages on the worst hold path came out at 1.

The largest registers in the layout are regs (1024). Adding up every negative setup slack in the final design gives 0 ns. The register share after synthesis came out at 65.8%. The via count of the first global-routing pass is 26800. TritonCTS built the clock tree. Sorting the Yosys area breakdown by cell type puts at the top sky130_fd_sc_hd__edfxtp_1. The register containing the most flip-flops in the final layout is regs.

For this block, the via count after detailed routing is 24600. The clock slew at the register clock pins of the worst setup and hold paths came out at 0.06 ns. The maximum fanout along the worst path came out at 90. The post-synthesis chip area from yosys came out at 46700 um2. Among logic cells in the layout, the one with the most instances is sky130_fd_sc_hd__edfxtp_1. The number of setup buffers added after CTS is 0.

The number of warnings printed during yosys synthesis is 34. The final critical path takes up 65.5% of the cycle. The cell total in the yosys stat output is 2984.

The first-pass detailed-route iteration total came out at 13. Per the summary, power density relative to cell area is 120 nW/um2. The number of routed nets with antenna violations is 0. The pin count of the biggest net entering global routing is 91. The area of the core region is 154000 um2.

The flip-flop and latch count after synthesis came out at 1024. The total clock buffers created by CTS is 99. The estimated wirelength of the detail-placed design came out at 68100 um. STA classifies the critical path startpoint as an input pin. In this run, post-CTS repair resized a total of 0 instances. The signal arrival time at the worst endpoint is 6.68 ns.
## layout make-up
| class | instances | area [um2] |
|---|---|---|
| clock inverters | 50 | 425 |
| well taps | 2044 | 2560 |
| inverters | 1 | 5.00 |
| repair buffers | 202 | 1740 |
| multi-input cells | 1692 | 14600 |
| fillers | 14400 | 102000 |
| flip-flops and latches | 1024 | 30700 |
| clock buffers | 124 | 2570 |
## worst paths after layout
| path | startpoint | to | slack [ns] |
|---|---|---|---|
| setup / recovery | rs2_addr[2] | rs2_data[12] | 5.08 |
| hold / removal | rst | regs[0][2] | 2.79 |
## cell usage after synthesis (all sizes together)
library cell	count
a221oi	24
a22oi	32
nor2	35
or3	1
nand3	1
or4	1
and2	993
or4b	1
nand4b	1
nand3b	3
o21ai	56
nand4bb	2
a311oi	32
o2111ai	8
a211oi	32
nor2b	34
nand2b	1
or3b	2
clkbuf	225
inv	1
mux4	224
mux2i	64
buf	105
mux2	32
conb	1
nand2	17
or2	32
edfxtp	1024
## cell families after synthesis
| logic type | synth area share (%) |
|---|---|
| compound gates | 2.83 |
| buf+inv | 3.49 |
| flops | 65.8 |
| mux | 12.9 |
| other cells | 0.00803 |
| simple gates | 14.9 |
## worst max-delay path: stages
cell and delay (ns):
sky130_fd_sc_hd__buf_8 0.41, sky130_fd_sc_hd__buf_12 0.46, sky130_fd_sc_hd__buf_12 0.50, sky130_fd_sc_hd__mux2i_1 0.15, sky130_fd_sc_hd__a221oi_1 0.40, sky130_fd_sc_hd__o21ai_1 0.12, sky130_fd_sc_hd__a311oi_1 0.78, sky130_fd_sc_hd__clkdlybuf4s50_1 0.62
## through the flow
stage / instances / hold WS (ns) / util (%) / setup slack [ns] / area, um2
finish: 5137 / 2.79 / 34.1 / 5.08 / 52700
floorplan: 3047 / 3.14 / - / 7.59 / 47000
global route: 5137 / 2.77 / 34.1 / 4.87 / 52700
CTS: 5137 / 2.77 / 34.1 / 5.13 / 52700
detailed placement: 4963 / 3.48 / 32.2 / 5.15 / 49700
global placement: 4963 / 3.47 / 32.2 / 5.09 / 49700
## where the power goes
group	internal (mW)	switching [mW]
Clock	1.33	1.08
Sequential	3.37	0.0363
Combinational	0.205	0.294
## routing by layer
| metal | global-route usage [%] | part of all wire [%] |
|---|---|---|
| met2 | 22.9 | 45 |
| met1 | 20.7 | 38 |
| met3 | 11.3 | 16 |
| met5 | 0 | 0 |
| met4 | 2.28 | 1.7 |
Power figures rest on the tool's default switching activity, not on a simulated workload.
