===== design.v =====
module instruction_memory (
   input [31:0] pc,
   output [31:0] instr );
reg [31:0]mem[0:15];  
wire [31:0]addr;
assign addr = pc>>2;  
assign instr = mem[addr];
initial begin
      mem[0] = 32'h00000013;
      mem[1] = 32'h00500093;
      mem[2] = 32'h00600113;
      mem[3] = 32'h002081B3;
      mem[4] = 32'h00310023;
      mem[5] = 32'h00008067;
      mem[6] = 32'h00000013;
      mem[7] = 32'h00000013;
      mem[8] = 32'h00000013;
      mem[9] = 32'h00000013;
      mem[10] = 32'h00000013;
      mem[11] = 32'h00000013;
      mem[12] = 32'h00000013;
      mem[13] = 32'h00000013;
      mem[14] = 32'h00000013;
      mem[15] = 32'h00000013;
end
endmodule

===== run.sh =====
#!/bin/bash
# OpenROAD 26Q1-2900-gdf79404cd8, Yosys 0.63+post, stock flow scripts
make -C /OpenROAD-flow-scripts/flow DESIGN_CONFIG=/design/flow/config.mk WORK_HOME=/design/flow/orfs finish

===== config.mk =====
export PLATFORM = sky130hd
export DESIGN_NAME = instruction_memory
export DESIGN_NICKNAME = instruction_memory
export VERILOG_FILES = /design/flow/design.v
export SDC_FILE = /design/flow/constraint.sdc
export NUM_CORES = 4
export LEC_CHECK = 1
export CORE_AREA = 10 10 70 70
export DIE_AREA = 0 0 80 80

===== constraint.sdc =====
current_design instruction_memory

set clk_period 1.4
set clk_io_pct 0.2

create_clock -name clk0 -period $clk_period

set non_clock_inputs [all_inputs -no_clocks]
set_input_delay [expr $clk_period * $clk_io_pct] -clock clk0 $non_clock_inputs
set_output_delay [expr $clk_period * $clk_io_pct] -clock clk0 [all_outputs]

==> results.rst <==
Metrics
=======

.. list-table::
   :header-rows: 1

   * - Metric
     - Value
   * - Area Growth Syn to Fin
     - 67.2%
   * - Final Hold Violating Endpoints
     - 0
   * - Maximum fanout along the worst path
     - 4
   * - Portion of the clock cycle consumed by the worst path in the final layout
     - 95.0%
   * - Top cell family by delay on the critical path
     - buffers and inverters
   * - Layout cell share with drive strength beyond 1
     - 40.0%
   * - Number of nets with antenna violations after detailed routing
     - 0
   * - Post-route cell area
     - 561 um2
   * - Leak
     - 0.287 nW
   * - Critical Path AT
     - 1050 ps
   * - Total of clock buffers placed in the layout
     - 0
   * - Number of global-route vias before repair
     - 337
   * - Leading cell type by number of instances after synthesis
     - sky130_fd_sc_hd__buf_4
   * - Slowest cell delay on critical path
     - 210 ps
   * - Number of antenna violations at the first check in global routing
     - 0
   * - Cell count in the Yosys report
     - 47
   * - Residual overflow from global routing
     - 0
   * - RePlAce Congestion
     - 0.710
   * - VDD IR-drop max
     - 0.0330 mV
   * - Die boundary height
     - 80 um
   * - Critical Path Source Type
     - primary input
   * - Final critical path time including I/O delays and setup
     - 1330 ps
   * - Horizontal die dimension
     - 80 um
   * - Outcome
     - finished, final reports clean
   * - Top-area cell type share of the netlist area
     - 49.3%
   * - RSZ-0062 raised after global routing
     - no
   * - Starting utilization of the core area
     - 9.82%
   * - Post-synthesis sequential area ratio
     - 0%
   * - Ant diodes
     - 0
   * - Setup total negative slack
     - 0 ps
   * - Die Area
     - 0.00640 mm2
   * - DR vias/cell
     - 2.53
   * - Number of hold buffers added after cts
     - 0
   * - Yosys warning total
     - 1
   * - Cell chain of the critical path
     - buf_12 > inv_6 > ha_4 > buf_4 > nand2b_1 > a21oi_2 > dlygate4sd2_1
   * - Detailed router's first-iteration violation count
     - 10
   * - Number of instances in the synthesized netlist
     - 47
   * - Power per cell area
     - 182 mW/mm2
   * - Tool warning count
     - 62
   * - Achievable clock frequency
     - 0.752 GHz
   * - Crit path buffers/inverters
     - 4
   * - Number of core rows
     - 21
   * - DRT Wirelength
     - 931 um
   * - Global-route wire length before repair
     - 1410 um
   * - Type of the most critical hold path
     - in2out
   * - Max cap viols
     - 0
   * - Mean area per synthesized cell
     - 7.13 um2
   * - Sort of element at the end of the critical path
     - output pin
   * - Type of the setup path with the least slack
     - in2out
   * - Cell at the slowest stage of the critical path
     - sky130_fd_sc_hd__dlygate4sd2_1
   * - GRT Util Overall
     - 2.54%
   * - I/O pin cnt
     - 64
   * - Via count
     - 281
   * - Number of max-slew violations in the final report
     - 0
   * - Total of fill cells in the finished design
     - 400
   * - Drt wl/cell
     - 8.39 um
   * - Detailed-routing iteration count for the pre-antenna-repair pass
     - 2
   * - Area of the placeable core
     - 0.00342 mm2
   * - Area figure in the yosys stat output
     - 335 um2
   * - Syn Std Cell Area
     - 335 um2
   * - Area occupied by registers
     - 0 um2
   * - Logic area
     - 278 um2
   * - Num sequential
     - 0
   * - Top post-synthesis cells by area
     - sky130_fd_sc_hd__buf_4 (49%), sky130_fd_sc_hd__ha_1 (11%), sky130_fd_sc_hd__nor2b_4 (4.1%)
   * - Cell Type Count
     - 17
   * - Placement-stage cell area
     - 478 um2
   * - Data required time at the worst endpoint
     - 1120 ps
   * - IO Port Bufs
     - 15
   * - DRC viols
     - 0
   * - Post-synthesis cell type with the largest combined area
     - sky130_fd_sc_hd__buf_4
   * - # setup viols final
     - 0
   * - Detailed placer's ending HPWL
     - 841 um
   * - Pin count of the biggest net entering global routing
     - 7
   * - Top cells by count, synth
     - sky130_fd_sc_hd__buf_4 (22), sky130_fd_sc_hd__ha_1 (3)
path summary, 6_finish.rpt:
check                 slack (ps)  depth (start not counted)   from   endpoint
worst min-delay path         790                          3  pc[5]  instr[15]
worst max-delay path          70                          7  pc[3]  instr[20]
power by group:
group / internal, mW / switching, mW / total [mW]
Clock: 0 / 0 / 0
Combinational: 0.0607 / 0.0412 / 0.102
Sequential: 0 / 0 / 0
cells by family after synthesis:
group / synth area share [%]
AOI/OAI and AO/OA: 5.22
adders and majority gates: 11.2
buffers and inverters: 56.3
muxes: 2.99
other: 2.24
and+or+nand+nor: 22.0
metrics by stage:
step / instances / total power [mW] / setup slack, ps / hold slack, ps / util (%)
4_1_cts: 111 / 0.105 / 37.0 / 867 / 16.2
3_5_place_dp: 109 / 0.0890 / -757 / 1600 / 14.0
6_report: 111 / 0.102 / 70.4 / 785 / 16.4
2_1_floorplan: 66 / 0.0725 / 355 / 586 / -
5_1_grt: 111 / 0.117 / 5.80 / 811 / 16.4
3_3_place_gp: 109 / 0.0893 / -766 / 1580 / 14.0
area by class of cell:
cell class | instances | share of cell area [%]
Tap cell | 46 | 10.3
Inverter | 2 | 2.68
Multi-Input combinational cell | 40 | 49.6
Timing Repair Buffer | 23 | 37.5
cells in the final DEF (no fill, tap or decap), types with 2 or more instances in the layout:
cell type	instances
sky130_fd_sc_hd__nand2b_1	2
sky130_fd_sc_hd__dlygate4sd2_1	9
sky130_fd_sc_hd__conb_1	21
sky130_fd_sc_hd__buf_4	8
sky130_fd_sc_hd__buf_6	3
sky130_fd_sc_hd__a21oi_2	2
sky130_fd_sc_hd__nor3_1	2
sky130_fd_sc_hd__ha_4	3
routing by layer:
metal | up-vias | part of all wire [%] | track usage, % | wire [um]
li1 | 139 | - | - | -
met1 | 122 | 42 | 2.83 | 389
met2 | 20 | 50 | 4.98 | 461
met3 | 0 | 8.6 | 0.568 | 80
met4 | 0 | 0 | 0 | 0
met5 | - | 0 | 0 | 0
repair_timing:
action                     CTS  global route
pin swaps                    6             2
gates resized               52             4
setup endpoints to repair   11             4
setup buffers                2             0
hold endpoints to repair     0             0
No activity file was given, so power comes from the tool's default toggle rates.
